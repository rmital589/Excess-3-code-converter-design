===== ./constraint.sdc =====
current_design divider

set clk_period 5.7
set clk_io_pct 0.2

create_clock -name clk0 -period $clk_period [get_ports {clk100Mhz}]

set non_clock_inputs [all_inputs -no_clocks]
set_input_delay [expr $clk_period * $clk_io_pct] -clock clk0 $non_clock_inputs
set_output_delay [expr $clk_period * $clk_io_pct] -clock clk0 [all_outputs]

===== ./design.v =====
module divider (clk100Mhz, slowClk);
  input clk100Mhz;  
  output reg slowClk;  
  reg[27:0] counter;
  initial begin
    counter = 0;
    slowClk = 0;
  end
  always @ (posedge clk100Mhz)
  begin
    if(counter == 5000000) begin
      counter <= 1;
      slowClk <= ~slowClk;
    end
    else begin
      counter <= counter + 1;
    end
  end
endmodule

===== ./config.mk =====
export PLATFORM = sky130hd
export DESIGN_NAME = divider
export DESIGN_NICKNAME = divider
export VERILOG_FILES = /design/flow/design.v
export SDC_FILE = /design/flow/constraint.sdc
export NUM_CORES = 4
export LEC_CHECK = 1
export CORE_AREA = 10 10 93 93
export DIE_AREA = 0 0 103 103

===== ./run.sh =====
#!/bin/bash
# OpenROAD 26Q1-2900-gdf79404cd8, Yosys 0.63+post, stock flow scripts
make -C /OpenROAD-flow-scripts/flow DESIGN_CONFIG=/design/flow/config.mk WORK_HOME=/design/flow/orfs finish

==> flow_summary.ini <==
; flow metrics
[setup_path]
cp_cell_sequence = clkdlybuf4s50_1
critPathMaxFanout = 2
reg2regPathDepth = 5
crit_cells = 1
crit_path_top_delay_cell = clkdlybuf4s50_1
critPathRequiredTime_ps = 4560
r2r_start = counter[0]
cpPeakStageDelay_ps = 470
startpoint_type = flop
crit_buf_inv = 1
worstSetupEndpointType = output port
worst_ep_arrival_time_ps = 1090
path_delay_family = buffers and inverters
path_class = flop to output port
crit_start = slowClk

[drt]
num_antenna_cells = 0
wl_per_cell_microns = 11.4
wl_mm = 2.58
drcViolationCount = 0
drtPass1Iterations = 4
via_count = 1018
drtIter0Drc = 62
viasPerCell = 4.50
drtAntennaViolNets = 0

[grt]
grt-ovfl-total = 0
antenna_found_initial = 0
grtUsageTotal_pct = 5.10
grt_pass1_wl_mm = 4.35
grt_max_degree = 11
grt_pass1_vias = 906

[floorplanning]
initCoreUtil_pct = 19.9
chipArea_sq_um = 10600
core_sq_um = 6760
die-width_microns = 103
rows = 30
die_y_microns = 103
io_pins = 2

[sta]
setup_viol = 0
slew_headroom_pct = 56.2
slew_viol_final = 0
hold_ws_ps = 461
fmax_ghz = 0.449
finalWorstSetupSlack_ps = 3470
final.setup.tns_ps = 0
worst_clock_skew_ps = 4.25
finalHoldViolations = 0
grt_setup_unrepaired = false
min_period_ps = 2230
worstMarginPinSlew_ps = 651
fin_crit_sh_pct = 39.1

[clock_tree]
cts_root_buffer = clkbuf_8
clockBufferDepth = 2
cts_tree = built
insertion_delay_ps = 270
post_cts_buffers = 0
h-tree-depth = 2
cts_hold_buffers = 0
path_clk_slew_ps = 60
cts_resized = 0
cts_sinks = 29
cts_buffers = 5

[placement]
dp_hpwl_mm = 1.83
post-place-ws_ps = 3660
place.port_buffers = 1
dpl.cell_count = 218
gp_congestion = 0.882

[cells_and_area]
final_util_pct = 22.4
fin_cells = 226
drive_gt1_share_pct = 8.22
fill_cells = 722
area_growth_pct = 12.6

[logic_synthesis]
syn_area_sq_um = 1340
synth_cells = 142
ff_type = dfxtp_1
ys_chip_area_sq_um = 1340
top_cells_by_area = dfxtp_1, xnor2_1, xor2_1
synthArstFlopShare_pct = 0
top_area_cell = dfxtp_1
yosysWarnings = 1
synth.avg_cell_area_sq_um = 9.46
top_cell_area_share_pct = 41.7
yosysUniqueCellTypes = 32
edf_count = 1
ys_seq_share_pct = 43.9
ys_cells = 142
ys.flops = 29

[power_and_ir_drop]
ir_drop_v = 0.0000626
total_leakage_power_nw = 0.501
power.density_nw_per_um2 = 238

[flow_run]
warning_count = 26
max_cap_viol_count = 0

[run_status]
status = complete, no violations

[worst_hold_path]
hold_class = flop to flop
whs_path_depth = 1
min_from = counter[27]
[worst reg2reg max path, cell delays in order, from the launching register on]
cell and delay, ps:
dfxtp_1 380, ha_1 230, nand3_2 150, or4_1 640, or4_4 450, a21oi_2 130
[through the flow]
step                      power [mW]  instance area, sq um
after global routing           0.376                  1510
after global placement         0.208                  1430
after floorplan                0.208                  1340
final                          0.359                  1510
after CTS                      0.366                  1510
after detailed placement       0.208                  1430
[power breakdown]
part | switching (mW) | internal, mW
logic | 0 | 0
clock network | 0.0693 | 0.0864
registers | 0 | 0.204
total | 0.0693 | 0.290
[per-layer routing]
layer | share of wire (%) | GRT usage [%]
met4 | 0 | 0.749
met1 | 52 | 7.71
met3 | 5.2 | 1.69
met5 | 0 | 0
met2 | 43 | 6.97
[cells by family (layout without fill, tap and decap cells)]
family                     Yosys count  count (layout)  synth area share, %
AOI/OAI and AO/OA                    6               6                 2.89
DFF                                 29              29                 43.9
buffers and inverters                8              12                 2.42
xor gates and xnor gates            23              23                 15.0
and+or+nand+nor                     74              74                 33.9
adders and majority gates            2               2                 1.86
[cells in the final DEF (no fill, tap or decap), drive strengths merged, types with 2 or more instances in the layout]
cell / count
dfxtp: 28
xnor2: 15
nand3: 13
nand4: 11
nor2: 11
nand2: 8
xor2: 8
clkbuf: 8
nor3: 6
nor4: 6
and4: 5
and3: 5
inv: 3
or4: 3
nor4b: 2
nor4bb: 2
ha: 2
a21oi: 2
[registers in the layout, indices dropped and copies added (netlist names)]
signal	flops
counter	28
slowClk	1
[worst paths after layout]
check	slack [ps]	to
setup reg to reg	3660	counter[22]
hold reg to reg	460	counter[27]
setup / recovery	3470	slowClk
hold / removal	460	counter[27]
[synth_stat cells, drive strengths merged (2+ instances only)]
library cell  instances
clkbuf                3
dfxtp                28
inv                   3
or4                   3
nor4bb                2
nand4                11
buf                   2
and4                  5
nand2                 8
nor4                  6
xor2                  8
nand3                13
nor4b                 2
a21oi                 2
nor3                  6
nor2                 11
ha                    2
xnor2                15
and3                  5
[cell type report]
cell class	instances	area (sq um)	share of cell area, %
multi-input combinational	105	721	47.6
sequential	29	591	39.0
tap	80	100	6.62
clock buffer	8	80.1	5.29
inverter	3	11.3	0.744
timing repair buffer	1	10.0	0.662
Power figures rest on the tool's default switching activity, not on a simulated workload.
