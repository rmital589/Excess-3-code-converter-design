$ cat /design/flow/config.mk
export PLATFORM = sky130hd
export DESIGN_NAME = ExCode_Converter3
export DESIGN_NICKNAME = ExCode_Converter3
export VERILOG_FILES = /design/flow/design.v
export SDC_FILE = /design/flow/constraint.sdc
export NUM_CORES = 4
export LEC_CHECK = 1
export CORE_AREA = 10 10 70 70
export DIE_AREA = 0 0 80 80
$ cat /design/flow/constraint.sdc
current_design ExCode_Converter3

set clk_period 1.7
set clk_io_pct 0.2

create_clock -name clk0 -period $clk_period [get_ports {CLK}]

set non_clock_inputs [all_inputs -no_clocks]
set_input_delay [expr $clk_period * $clk_io_pct] -clock clk0 $non_clock_inputs
set_output_delay [expr $clk_period * $clk_io_pct] -clock clk0 [all_outputs]
$ cat /design/flow/design.v
module DFF(ClrN,D,CLK,Q,QN);
input D, CLK, ClrN;
output  Q, QN;
reg Q1;
reg QN1;
always @(negedge CLK)
begin 
if(~ClrN)
begin 
Q1<=0;
QN1<=1;
end
else 
begin 
Q1<=D;
QN1<=~D;
end
end
assign Q = Q1;
assign QN = QN1; 
endmodule
module Inverter(X,XN);
input X;
output XN;
assign XN = ~X;
endmodule
module ExCode_Converter3(ClrN,CLK,X,S,V);
input CLK,X,ClrN;
output S,V;
wire Q1;
wire Q2;
wire Q3;
wire Q1N;
wire Q2N;
wire Q3N;
wire XN;
wire D1;
wire D2;
wire D3;
wire A1;
wire A2;
wire A3;
wire A4;
wire A5;
wire A6;
wire A7;
wire A8;
wire A9;
wire A10;
wire A11;
wire A12;
wire A13;
wire A14;
wire A15;
Inverter I1 (X,XN);
Nand3 N1 (Q2,Q3N,XN,A1);
Nand3 N2 (Q2,Q1N,Q3,A2);
Nand3 N3 (Q1,Q2N,Q3,A3);
Nand3 N4 (A1,A2,A3,D1);
DFF   DF1 (ClrN,D1,CLK,Q1,Q1N);
Nand3 N5 (Q2,Q3N,X,A4);
Nand3 N6 (Q2N,Q1N,XN,A5);
Nand3 N7 (Q1N,X,Q3,A6);
Nand3 N8 (A5,A6,A4,D2);
DFF   DF2 (ClrN,D2,CLK,Q2,Q2N);
Nand3 N9 (Q1N,Q2N,Q3,A7);
Nand2 N10 (Q2,Q3N,A8);
Nand2 N11 (Q1N,X,A9);
Nand3 N12 (A7,A8,A9,D3);
DFF   DF3 (ClrN,D3,CLK,Q3,Q3N);
Nand3 N13 (Q1,Q2,X,A10);
Inverter I2 (A10,V);
Nand3 N14 (Q1N,Q3N,XN,A11);
Nand3 N15 (Q1,Q2,XN,A12);
Nand3 N16 (Q2,Q3,XN,A13);
Nand3 N17 (Q1,Q2N,X,A14);
Nand3 N18 (Q2N,Q3,X,A15);
Nand5 N19 (A11,A12,A13,A14,A15,S);
endmodule
module Nand2(A1,A2,Z);
input A1,A2;
output Z;
assign Z = (~(A1 & A2));
endmodule
module Nand3(A1,A2,A3,Z);
input A1,A2,A3;
output Z;
assign Z = (~(A1 & A2 & A3));
endmodule
module Nand5 (A1,A2,A3,A4,A5,Z);
input A1,A2,A3,A4,A5;
output Z;
assign Z = (~(A1 & A2 & A3 & A4 & A5));
endmodule
$ cat /design/flow/run.sh
#!/bin/bash
# OpenROAD 26Q1-2900-gdf79404cd8, Yosys 0.63+post, stock flow scripts
make -C /OpenROAD-flow-scripts/flow DESIGN_CONFIG=/design/flow/config.mk WORK_HOME=/design/flow/orfs finish
==> results.py <==
# Flow results
metrics = {
    "outcome": {
        "status": "finished with violations",
        "violations": "negative setup slack",
    },
    "floorplan": {
        "die_w_um": 80,
        "initial_core_util_pct": 7.289,
        "die_h_um": 80,
        "top_level_ports": 5,
        "core-area_mm2": 0.003416,
        "chip_area_mm2": 0.006400,
        "rows": 21,
    },
    "worst_hold_path": {
        "hold_path_class": "flop to flop",
        "holdPathStages": 2,
    },
    "grt": {
        "antenna_found_initial": 0,
        "grt_pass1_wl_mm": 1.214,
        "grt_pass1_vias": 322,
        "grt.total_usage_pct": 2.368,
        "gr-total-overflow": 0,
        "grt_max_degree": 6,
    },
    "finish": {
        "area_growth_pct": 90.95,
        "regArea_um2": 126.4,
        "n_fill_cell": 385,
        "drive_above_1_share_pct": 50.00,
        "stdcell_area_um2": 475.5,
        "mi_logic_area_um2": 132.6,
        "final_cell_mix": "inv_1, buf_4, dfxtp_2, clkbuf_4, buf_6",
    },
    "synthesis": {
        "ys_warn_count": 1,
        "synthTopCellsByArea": "dfxtp_1, o21ai_0, a22oi_1, a21oi_1, a22o_2",
        "syn-instance-count": 25,
        "netlist_area_um2": 249.0,
        "avgSynthCellArea_um2": 9.960,
        "synth_top_area_share_pct": 48.24,
        "ys_area_um2": 249.0,
        "synth_flops": 6,
        "yosys.cell_types.count": 15,
        "yosys_cells": 25,
        "synth_area_leader_cell": "dfxtp_1",
        "seq_area_frac_synth_pct": 48.24,
    },
    "run": {
        "warnings": 34,
        "cap_violations": 0,
    },
    "detailed_routing": {
        "insertedDiodeCount": 0,
        "drt-initial-drc-count": 19,
        "drt-vias-per-instance": 3.098,
        "dr.pass1.iters": 2,
        "vias": 285,
        "ant_nets": 0,
        "drc_errors": 0,
        "wl_per_cell_um": 7.576,
        "routed_wirelength_um": 697,
    },
    "placed_design": {
        "gp_congestion": 0.8660,
        "port_buffers": 4,
        "placedInstanceArea_um2": 401.6,
        "dp_hpwl_um": 476.6,
    },
    "sta": {
        "tns_ns": -1.029,
        "fin_skew_ns": 0.005420,
        "finalHoldViolations": 0,
        "finalMaxSlewViolations": 0,
        "setup_slack_ns": -0.5502,
        "rsz0062_at_grt": "true",
        "worst_slew_pin_slew_ns": 0.2103,
        "slew_headroom_pct": 85.98,
        "setup_viol": 2,
    },
    "clock_network": {
        "numCtsBuffers": 3,
        "cts_tree": "built",
        "clock_sinks": 6,
        "root_buffer": "clkbuf_4",
        "clock_path_buffers": 2,
        "cts_max_level": 1,
        "clk_pin_slew_ns": 0.03,
        "clk_latency_ns": 0.30,
    },
    "worst_setup_path": {
        "reg2reg_setup_slack_ns": 0.60,
        "required_ns": 1.36,
        "criticalPathCategory": "flop to output pin",
        "worstSetupEndpointType": "output pin",
        "crit_arrival_ns": 1.91,
        "crit_path_start_kind": "flop",
        "timing.critical_path.fanout_max": 3,
        "reg2reg_depth": 4,
    },
    "pwr": {
        "p_per_area_mw_per_mm2": 947.0,
        "ir_worst_vdd_uv": 140.0,
        "p_leak_nw": 0.2145,
    },
}
==> metrics by stage <==
step | worst slack [ns] | power [mW] | instances | util (%) | hold slack [ns]
detailed placement | -0.5602 | 0.2782 | 81 | 11.76 | 0.5585
global route | -0.6073 | 0.4939 | 92 | 13.92 | 0.6156
global placement | -0.5585 | 0.2773 | 81 | 11.76 | 0.5631
CTS | -0.5414 | 0.4595 | 92 | 13.70 | 0.5779
finish | -0.5502 | 0.4503 | 92 | 13.92 | 0.5816
floorplan | -0.008811 | 0.2345 | 25 | - | 0.4524
==> synthesized netlist by cell type, drive strengths merged <==
library cell,count
o21ai,3
a21oi,2
a22o,2
dfxtp,6
and4b,1
a31o,1
a211o,1
o21a,1
and3,2
a211oi,1
a22oi,2
a31oi,1
inv,2
==> path summary, 6_finish.rpt <==
path / start / endpoint
min: DF3.Q1 / DF1.QN1
max reg2reg: DF2.Q1 / DF1.Q1
min reg2reg: DF3.Q1 / DF1.QN1
max: DF1.Q1 / S
==> report_power, final <==
group / switching (mW) / internal (mW) / total (mW) / leakage, nW
clock: 0.0862 / 0.0993 / 0.186 / 0.0458
combinational: 0.0365 / 0.0558 / 0.0923 / 0.119
sequential: 0.0121 / 0.160 / 0.172 / 0.0502
==> worst max-delay path, stage by stage (launching register included) <==
cell,delay (ns)
dfxtp_2,0.33
buf_6,0.10
o21ai_2,0.04
a22oi_1,0.16
buf_2,0.13
==> timing repair <==
action / CTS / global route
gates resized: 13 / 2
setup buffers: 3 / 0
hold buffers: 0 / 0
pin swaps: 2 / 0
setup endpoints to repair: 8 / 5
==> registers in the layout, indices dropped and copies added, names as in the netlist <==
register	cells
DF1.Q1	1
DF1.QN1	1
DF2.Q1	1
DF2.QN1	1
DF3.Q1	1
DF3.QN1	1
==> layer usage <==
| layer | global-route usage, % | part of all wire (%) | vias up | wire, um |
|---|---|---|---|---|
| met4 | 1.408 | 2.0 | 0 | 14 |
| li1 | - | - | 144 | - |
| met5 | 0 | 0 | - | 0 |
| met1 | 2.209 | 43 | 129 | 303 |
| met3 | 2.273 | 11 | 4 | 79 |
| met2 | 3.291 | 43 | 8 | 300 |
==> logic make-up after synthesis <==
family / Yosys count / synth area share (%)
AND-OR/OR-AND: 14 / 39.20
buffers and inverters: 2 / 3.016
flip-flops: 6 / 48.24
AND/OR/NAND/NOR: 3 / 9.551
==> layout make-up <==
| type | instances | share of cell area (%) |
|---|---|---|
| multi-input combinational | 17 | 27.89 |
| sequential | 6 | 26.58 |
| timing repair buffer | 13 | 23.16 |
| tap | 46 | 12.11 |
| clock buffer | 3 | 4.737 |
| clock inverter | 6 | 4.737 |
| inverter | 1 | 0.7895 |
No activity file was given, so power comes from the tool's default toggle rates.
