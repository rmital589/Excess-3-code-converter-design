==> design.v <==
module ExCode_Converter2 (ClrN,X,CLK,S,V);
input X,CLK,ClrN;
output S,V;
reg Q1;
reg Q2;
reg Q3;
always @(negedge CLK)
begin 
if(~ClrN)
begin 
Q1<=0;
Q2<=0;
Q3<=0;
end
else
begin
Q1 <= (Q2 & ~Q3 & ~X) | (Q2 & ~Q1 & Q3) | (Q1 & ~Q2 & Q3);
Q2 <= (Q2 & ~Q3 & X) | (~Q2 & ~Q1 & ~X) | (Q3 & ~Q1 & X);
Q3 <= (Q2 & ~Q3) | (~Q1 & X) | (Q3 & ~Q1 & ~Q2);
end 
end
assign S = (~Q1 & ~Q3 & ~X) | (Q1 & Q2 & ~X) | (Q2 & Q3 & ~X) | (Q1 & ~Q2 & X) | (~Q2 & Q3 & X);
assign V = (Q1 & Q2 & X);  
endmodule
==> run.sh <==
#!/bin/bash
# OpenROAD 26Q1-2900-gdf79404cd8, Yosys 0.63+post, stock flow scripts
make -C /OpenROAD-flow-scripts/flow DESIGN_CONFIG=/design/flow/config.mk WORK_HOME=/design/flow/orfs finish
==> config.mk <==
export PLATFORM = sky130hd
export DESIGN_NAME = ExCode_Converter2
export DESIGN_NICKNAME = ExCode_Converter2
export VERILOG_FILES = /design/flow/design.v
export SDC_FILE = /design/flow/constraint.sdc
export NUM_CORES = 4
export LEC_CHECK = 1
export CORE_AREA = 10 10 70 70
export DIE_AREA = 0 0 80 80
==> constraint.sdc <==
current_design ExCode_Converter2

set clk_period 1.9
set clk_io_pct 0.2

create_clock -name clk0 -period $clk_period [get_ports {CLK}]

set non_clock_inputs [all_inputs -no_clocks]
set_input_delay [expr $clk_period * $clk_io_pct] -clock clk0 $non_clock_inputs
set_output_delay [expr $clk_period * $clk_io_pct] -clock clk0 [all_outputs]
==> summary.rpt <==
RUN METRICS
----------------------------------------------------
[Critical path]
  Chain of cells forming the critical path ........................ o21bai_1, xnor2_1, buf_2
  Crit start category ........................ flop
  CP endpoint kind ........................ primary output
  Cell type of the slowest stage on the worst timing path ........................ sky130_fd_sc_hd__dfxtp_2
  Longest individual stage delay on the worst path ........................ ~0.32 ns
  Highest fanout seen on the critical path ........................ 2
  Arrival time worst endpoint ........................ about 2 ns
  Worst endpoint required time ........................ approximately 1.5 ns
  Setup CP Type ........................ reg2out

[Placed design]
  Routability Congestion ........................ 0.744
  # port buffers ........................ 4
  Detailed placement HPWL ........................ roughly 340 µm
  Post-placement cell area ........................ 309 µm²

[Power and ir drop]
  Total chip power ........................ between 200 and 300 µW
  Combinational power share ........................ 0.263
  Pwr dens ........................ 790 nW/µm²
  Maximum vdd ir drop ........................ 0.439 mV
  Register share of total power ........................ 0.264
  Static power due to leakage ........................ roughly 0.16 nW
  Clock share of power ........................ 0.473
  Switching share of power ........................ 0.311
  Internal power of the cells ........................ about 200 µW
  Sw Pwr ........................ between 90 and 100 µW

[Die]
  Fraction of the core area occupied by cells at floorplan ........................ 0.0524
  Top-level port count ........................ 5
  Horizontal die dimension ........................ 80 µm
  Core Area ........................ approximately 3400 µm²
  Die boundary height ........................ 80 µm
  Site row count ........................ 21
  Die ar. ........................ 6400 µm²

[Logic synthesis]
  Most area-hungry cell type in the Yosys netlist ........................ sky130_fd_sc_hd__dfxtp_1
  Cell count after synthesis ........................ 19
  Tally of unique sky130hd cells used after synthesis ........................ 13
  Biggest area cells ........................ sky130_fd_sc_hd__dfxtp_1 34%, sky130_fd_sc_hd__xnor2_1 9.8%, sky130_fd_sc_hd__a221oi_2 8.4%
  Commonest cells post-synth ........................ 3 x sky130_fd_sc_hd__dfxtp_1, 3 x sky130_fd_sc_hd__inv_1, 2 x sky130_fd_sc_hd__nand2b_1, 2 x sky130_fd_sc_hd__xnor2_1
  Cell Area, Synth ........................ approximately 180 µm²
  Register share after synthesis ........................ 0.336
  Async SR Flop Fraction ........................ 0
  Dominant cell area share ........................ 0.336
  Flops & latches, synth ........................ 3
  Yosys stat chip area ........................ 179 µm²
  EDFF count, synth ........................ 0
  Yosys warning count ........................ 1
  Cell total in the yosys stat output ........................ 19
  Dominant synthesized flop cell ........................ sky130_fd_sc_hd__dfxtp_1
  Post-synthesis area per instance ........................ ~9.4 µm²

[Timing]
  Unrepaired setup endpoints after global routing ........................ true
  Max-Slew Margin vs Limit ........................ 0.885
  Worst clock skew on the final layout ........................ ~0.007 ns
  Slack of the critical path ........................ -0.453 ns
  Hold Vio Cnt, Final ........................ 0
  Slew at the pin closest to its max-slew limit ........................ about 0.17 ns
  Max-slew violation count ........................ 0
  Number of endpoints failing setup at the final stage ........................ 2

[Global route]
  Via count of the first global-routing pass ........................ around 240
  Number of antenna violations at the first check in global routing ........................ 0
  Grt ovf ........................ 0
  Largest net degree at the start of global routing ........................ 6
  Wire length of the first global-routing pass ........................ 938 µm
  Global Route Usage Sum ........................ 0.0183

[Clock tree]
  H-tree lvl count ........................ 1
  Deepest clock path buffer count ........................ 2
  Clock insertion delay at the later pin of the skew report ........................ roughly 0.3 ns
  CTS hold repair buffers ........................ 0
  Clock tree sinks ........................ 3
  Clock tree from TritonCTS ........................ yes
  Clock transition at the register clock pins on the worst setup and hold paths after CTS ........................ 0.04 ns
  Clock Tree Root ........................ sky130_fd_sc_hd__clkbuf_4
  Total clock buffers created by CTS ........................ 3

[Detailed routing]
  DRC violations left ........................ 0
  Final antenna diode count ........................ 0
  Via count ........................ 196
  1st-pass router iterations ........................ 1
  Final antenna-violating net count ........................ 0
  Wirelength, routed ........................ 519 µm
  Average routed wire per standard cell ........................ roughly 6.4 µm
  Via count normalized by instance count ........................ between 2 and 2.5
  Number of DRC markers after the initial detailed-route iteration ........................ 0

[Min path]
  Worst Hold Class ........................ reg2reg

[Flow run]
  Max_cap viols ........................ 0
  Total tool warning count ........................ 31

[Cells and area]
  Layout cell share with drive strength beyond 1 ........................ 0.543
  Final cell area excluding filler cells ........................ roughly 370 µm²
  Area growth from synthesis to layout ........................ 106%
  Final design utilization ........................ 0.108

[Outcome]
  Run status ........................ finished, violations left
  Violations in the final reports ........................ negative setup slack

----------------------------------------------------
-- cell type report --
cell class / instances / area (µm²)
multi-input cells: 13 / 118
clock buffers: 3 / 22.5
flip-flops and latches: 3 / 63.8
inverters: 2 / 7.51
clock inverters: 4 / 15.0
well taps: 46 / 57.6
fillers: 405 / 3050
repair buffers: 10 / 83.8
-- worst paths after layout --
path         from  end  slack, ns  cells past startpoint
min            Q1   Q3       0.63                      3
max reg2reg    Q1   Q2       0.82                      4
min reg2reg    Q1   Q3       0.63                      3
max            Q1    S      -0.45                      3
-- power groups by stage --
stage                 sequential [mW]  combinational (mW)  clock (mW)
after CTS                      0.0769              0.0745       0.141
after global routing           0.0776              0.0842       0.166
final                          0.0767              0.0765       0.137
-- stage by stage --
step | setup TNS [ns] | instances | hold slack, ns | setup WS [ns]
global route | -0.963 | 81 | 0.657 | -0.520
detailed placement | -2.27 | 73 | 0.566 | -0.551
global placement | -2.17 | 73 | 0.550 | -0.540
CTS | -0.873 | 81 | 0.636 | -0.465
floorplan | -0.0126 | 19 | 0.478 | -0.0126
finish | -0.851 | 81 | 0.635 | -0.453
-- state kept, by name (all words and copies together) (netlist names) --
register and cells:
Q1 1, Q2 1, Q3 1
-- worst max-delay path, delay by kind of cell (launching register included) --
| kind | cells | cell delay [ns] |
|---|---|---|
| compound gates | 1 | 0.16 |
| xor+xnor | 1 | 0.13 |
| buf+inv | 1 | 0.12 |
| flops | 1 | 0.32 |
-- logic make-up after synthesis --
logic type | after synthesis | synth area share
AND/OR/NAND/NOR | 5 | 0.182
XOR/XNOR | 2 | 0.0979
buffers and inverters | 3 | 0.0629
multiplexers | 1 | 0.0629
AND-OR/OR-AND | 5 | 0.259
flip-flops | 3 | 0.336
-- placed cells by master (no fill, tap or decap), drive strengths merged --
cell,n
a221oi,1
a311oi,1
and3,1
buf,8
clkbuf,3
dfxtp,3
dlygate4sd2,1
dlymetal6s2s,1
inv,6
mux2,1
nand2,1
nand2b,2
nand4b,1
o21ai,1
o21ba,1
o21bai,1
xnor2,2
-- repair_timing --
action / CTS / global route
buffers inserted: 2 / 0
pin swaps: 1 / 1
resized: 12 / 2
endpoints found under the setup margin: 5 / 4
-- metal layers --
layer  routed length [µm]  track usage
met3                   55       0.0170
met5                    0            0
met4                    8      0.00880
met2                  178       0.0233
met1                  277       0.0199
Power and IR drop assume default switching activity.
